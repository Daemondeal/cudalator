==> design.v <==
module int_mux(
    input int a,
    input int b,
    input int sel,
    output int out
);
always_comb begin
    if (sel == 0) begin
        out = a;
    end else begin
        out = b;
    end
end
endmodule : int_mux
==> run.sh <==
#!/bin/bash
# OpenROAD 26Q1-2900-gdf79404cd8, Yosys 0.63+post, stock flow scripts
make -C /OpenROAD-flow-scripts/flow DESIGN_CONFIG=/design/flow/config.mk WORK_HOME=/design/flow/orfs finish
==> config.mk <==
export PLATFORM = sky130hd
export DESIGN_NAME = int_mux
export DESIGN_NICKNAME = int_mux
export VERILOG_FILES = /design/flow/design.v
export SDC_FILE = /design/flow/constraint.sdc
export NUM_CORES = 4
export LEC_CHECK = 1
export CORE_AREA = 10 10 70 70
export DIE_AREA = 0 0 80 80
==> constraint.sdc <==
current_design int_mux

set clk_period 7.2
set clk_io_pct 0.2

create_clock -name clk0 -period $clk_period

set non_clock_inputs [all_inputs -no_clocks]
set_input_delay [expr $clk_period * $clk_io_pct] -clock clk0 $non_clock_inputs
set_output_delay [expr $clk_period * $clk_io_pct] -clock clk0 [all_outputs]
==> flow_metrics.rpt <==
==== FLOW RESULTS ====
----------------------------------------------------
[Worst setup path]
  Worst Setup End Kind ........................ primary output
  Worst-path cell chain ........................ clkdlybuf4s50_1, nor4_1, nand4_1, nor2_4, mux2_2, clkdlybuf4s50_1
  Critical-path maximum fanout ........................ 32
  Number of buffers and inverters on the critical path ........................ 2
  Worst path most repeated cell ........................ clkdlybuf4s50_1
  Critical path start-end classification ........................ primary input to primary output
  Signal arrival time at the worst endpoint ........................ 3.89 ns
  Startpoint type of the worst setup path ........................ primary input
  Required time worst endpoint ........................ 5.76 ns
  Largest delay contributor family on the critical path ........................ simple AND/OR/NAND/NOR gates
  Cell with the largest stage delay on the worst path ........................ nor2_4
  Largest incremental delay on the critical path ........................ 0.70 ns

[Clocking]
  Number of gates resized after CTS ........................ 0
  Post-CTS Hold Buffers ........................ 0
  Setup bufs post-CTS ........................ 0

[Timing]
  Final setup violating endpoints ........................ 0
  Fmax ........................ 188 MHz
  Worst hold margin ........................ 3.91 ns
  Worst slew pin tran ........................ 0.844 ns
  Aggregate negative setup slack ........................ 0 ns
  Final Hold Fails ........................ 0
  Worst slew slack as a fraction of its limit ........................ 0.436
  Setup repair after global routing missed its margin ........................ no
  Minimum clock period after layout ........................ 5.33 ns
  Crit share post-route ........................ 0.740
  Max Slew Vio Count ........................ 0

[Die]
  Number of placed I/O pins ........................ 128
  Area of the placeable core ........................ 3420 sq um
  DIE WIDTH ........................ 80 um
  Die Area ........................ 6400 sq um
  Height of the die ........................ 80 um
  Floorplan row count ........................ 21
  Pre-placement core utilization ........................ 0.138

[GRT]
  Gr ovfl total ........................ 0
  Global-route wire length before repair ........................ 6.02 mm
  Pin count of the biggest net entering global routing ........................ 33
  GRT Total Usage ........................ 0.120
  Antenna violations before repair ........................ 0
  Via count of the first global-routing pass ........................ 1,054

[Power]
  IR drop worst, VDD ........................ 0.0208 mV
  Net Switching ........................ 12.4 uW
  Combinational cell fraction of total power ........................ 1.000
  Cell leakage power ........................ 0.000619 uW
  Int Power ........................ 66.6 uW
  Net switching fraction of the power ........................ 0.157
  Seq pwr share ........................ 0
  Ratio of total power to cell area ........................ 44.6 nW/um^2
  Proportion of power drawn by the clock network ........................ 0

[Route]
  DRT iter0 DRCs ........................ 6
  WL/cell ........................ 19.1 um
  Drt first pass iters ........................ 3
  Total via count after detailed routing ........................ 884
  Post-DR vias/cell ........................ 4.07
  DRC violations left ........................ 0
  Number of antenna cells inserted ........................ 0
  Tally of nets with antenna violations remaining after routing ........................ 0
  Post-Route WL ........................ 4.15 mm

[Logic synthesis]
  Mapped Cells ........................ 46
  Leading area contributor after synthesis ........................ mux2_2
  Yosys cell count ........................ 46
  Number of unique standard cell types used by synthesis ........................ 7
  Seq/Total Area, Yosys ........................ 0
  Chip Area, Yosys ........................ 473 sq um
  Biggest area contributors in the synthesized netlist ........................ mux2_2 (71%), nor4_1 (11%), clkbuf_8 (5.8%), mux2_1 (4.8%), nand4_1 (2.6%)
  Top area contributor share ........................ 0.714
  Synth Area per Inst ........................ 10.3 sq um
  Area of the mapped netlist ........................ 473 sq um
  Synthesis warning total ........................ 1

[Hold path]
  Worst hold start ........................ a[5]
  Class of the most critical hold timing path ........................ primary input to primary output
  Hold endpoint ........................ out[5]
  Hold-critical path depth ........................ 3

[Run]
  Tool warning count ........................ 32
  Max Cap Violations ........................ 0

[Placement]
  Final HPWL DP ........................ 3.75 mm
  Global placement routability congestion ........................ 0.818
  Number of input and output port buffers inserted ........................ 128

[Cells and area]
  Area overhead of the layout relative to synthesis ........................ 275%
  Leading cell type in the layout, fill and taps excluded ........................ clkdlybuf4s50_1
  Clkbuf count ........................ 0
  Number of fill cells ........................ 323
  Most used cells in the layout excluding fill and tap cells ........................ clkdlybuf4s50_1 (128), mux2_2 (30), nor4_1 (8)
  Flip-flop and latch count ........................ 0
  Storage cell area ........................ 0 sq um
  Share of cells above drive strength 1 ........................ 0.181

[Status]
  Outcome ........................ finished, final reports clean

----------------------------------------------------
[cell usage after synthesis (all sizes together)]
library cell / instances
mux2: 32
nor4: 8
clkbuf: 2
nand4: 2
buf: 1
nor2: 1
[logic make-up after synthesis]
kind of cell / synth area share
mux: 0.762
simple gates: 0.156
buf+inv: 0.0820
[routing by layer]
layer  share of wire  track usage  wire length, um  vias to the layer above
met1            0.39        0.140             1630                      386
met4          0.0051      0.00704               21                        0
met3            0.11       0.0466              447                        2
met5               0            0                0                        -
li1                -            -                -                      437
met2            0.49        0.209             2050                       59
[worst max path at each step]
stage / startpoint / to / slack [ns] / depth (start not counted)
6_report: sel[19] / out[17] / 1.87 / 6
5_1_grt: sel[19] / out[24] / 1.67 / 6
4_1_cts: sel[19] / out[17] / 1.79 / 6
[layout make-up]
class              instances  area (sq um)  area share
well taps                 46          57.6      0.0325
multi-input cells         43           434       0.245
repair buffers           128          1280       0.723
[per-stage QoR]
stage	util	worst slack, ns	instances	power, uW	instance area [sq um]
final	0.519	1.87	217	79.0	1770
after global routing	0.519	1.67	217	84.4	1770
after CTS	0.519	1.79	217	80.6	1770
after detailed placement	0.519	1.80	217	79.7	1770
after global placement	0.519	1.82	217	80.2	1770
after floorplan	-	3.22	46	7.20	473
[worst min-delay path: cells and delay by family]
family	cells	cell delay, ns
buffers and inverters	2	0.90
muxes	1	0.13
[power groups by stage]
stage         clock network, uW  logic [uW]  registers, uW
finish                        0        79.0              0
global route                  0        84.4              0
CTS                           0        80.6              0
Power figures rest on the tool's default switching activity, not on a simulated workload.

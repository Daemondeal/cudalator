==> flow/design.v <==
module double_int_adder(
    input int a,
    input int b,
    input int c,
    output int sum
);
int interm;
assign interm = a + b;
assign sum = interm + c;
endmodule
==> flow/run.sh <==
#!/bin/bash
# OpenROAD 26Q1-2900-gdf79404cd8, Yosys 0.63+post, stock flow scripts
make -C /OpenROAD-flow-scripts/flow DESIGN_CONFIG=/design/flow/config.mk WORK_HOME=/design/flow/orfs finish
==> flow/config.mk <==
export PLATFORM = sky130hd
export DESIGN_NAME = double_int_adder
export DESIGN_NICKNAME = double_int_adder
export VERILOG_FILES = /design/flow/design.v
export SDC_FILE = /design/flow/constraint.sdc
export NUM_CORES = 4
export LEC_CHECK = 1
export CORE_UTILIZATION = 30
==> flow/constraint.sdc <==
current_design double_int_adder

set clk_period 14.5
set clk_io_pct 0.2

create_clock -name clk0 -period $clk_period

set non_clock_inputs [all_inputs -no_clocks]
set_input_delay [expr $clk_period * $clk_io_pct] -clock clk0 $non_clock_inputs
set_output_delay [expr $clk_period * $clk_io_pct] -clock clk0 [all_outputs]
==> notes.md <==
Flow results follow.

The routed via count divided by cell count is between 4 and 5. The placed wire-length estimate is 5.442 mm. The post-synthesis cell count is 262. The worst VDD IR drop from the latest analysis is roughly 35 uV. The sequential cell count of the final layout is 0. The post-cts hold-fix buffer tally is 0.

The flow ran to the end, and the final reports show no timing, DRC or antenna violations. The share of the clock period used by the worst path is between 60% and 70%. The mapped netlist covers ~2200 um^2. The setup fix buffers added after clock tree synthesis is 0. The maximum operating frequency is ~0.11 GHz. The most common logic cell in the final layout is sky130_fd_sc_hd__clkdlybuf4s50_1. The synthesis-to-layout area growth is 61.55%. The floorplan die height is between 80 and 90 um. The number of clock buffers in the layout is 0.

The data required time of the worst path is around 12 ns. The type of the most critical hold path is input port to output port. The number of antenna violations at the first check in global routing is 0. The effective utilization at floorplan is 30.94%. Wires add up to just under 6 mm. The detailed placer reported the number of placed instances as approximately 480. The fraction of final layout cells sized beyond drive strength 1 is about 2.4%. The routability-driven placement congestion ratio is about 0.84. Entering global routing, the biggest net connects 10 pins.

The via count of the first global-routing pass was roughly 2,300. The areal power density over the cells is about 80 nW/um^2. The report counts max-capacitance violations totalling 0.

The first routing iteration left 42 violations. The final number of max-transition violations is 0. The floorplan has 31 rows. The warning tally printed by Yosys for this design is 0.

The worst setup path is captured at an output port. Summing the sequential cell areas from Yosys gives 0% of the chip area. The length of the first detailed-routing pass in iterations is 4. The die is ~88 um wide. STA classifies the critical path startpoint as an input port. Setup repair after global routing left no endpoint under its margin. For reference, the most critical setup path is categorized as input port to output port. Per the final timing report, the hold violations number 0. The number of logged tool warnings is 32. The residual antenna-violating net count after detailed routing is 0.

The routed layout has ~2,300 vias. The final timing report derives a shortest allowable period of between 9 and 10 ns. The number of design rule violations left after detail routing is 0. The placeable core area is slightly above 7000 um^2.

Averaged over all synthesized cells, the footprint is around 8.5 um^2. The leakage power in the latest report is between 1 and 1.5 nW. The chip area from the yosys synthesis statistics is 2232 um^2. met3 track demand over resource after global routing is roughly 2.1%.

In the global route stage, met1 resource usage came out at a little under a quarter. The count of distinct cell types in the synthesized netlist is 40. Sorting the synthesized cells by area gives the leading types as sky130_fd_sc_hd__fa_1, sky130_fd_sc_hd__ha_1, sky130_fd_sc_hd__xnor2_1, sky130_fd_sc_hd__xor2_1, sky130_fd_sc_hd__a21oi_1. For the pin with the worst max-slew slack, the measured transition is ~0.45 ns. The number of setup violations in the final report is 0. The sum of negative setup slack is 0 ns.

The sequential cell area in the final layout is 0 um^2. The total of cells resized after clock tree synthesis is 0. In the routed netlist, the antenna diode instances number 0. The wire length of the first global-routing pass is 9.873 mm. The number of ports placed on the die boundary is 128.

The global-route usage over all layers is about 16%. Buffers placed on the I/O ports in this run total 128. The maximum fanout along the worst path is 3.

The global route total overflow is 0. For this sky-water flow run, the detailed-routed wirelength per cell is reported as ~12 um. The chip area is 7790 um^2.

The met2 usage in global routing is between 20% and 30%. The worst path arrival time is roughly 6.5 ns. The highest-utilization routing layer at the global route stage is met2. In the Yosys report the total cell count is approximately 260.

Summed over its instances, the top area cell type makes up between 20 and 30% of the synthesized netlist area. Per the cell usage report, the commonest logic cells after layout are sky130_fd_sc_hd__clkdlybuf4s50_1, sky130_fd_sc_hd__fa_1, sky130_fd_sc_hd__ha_1. Summed over all instances, the cell type with the most area after synthesis is sky130_fd_sc_hd__fa_1.

The filler-free cell count of the finished design is about 480. The worst-case max-slew headroom was logged as a little over two thirds.
-- layout make-up --
| type | count | area [um^2] |
|---|---|---|
| fillers | 720 | 3608 |
| multi-input cells | 244 | 2163 |
| repair buffers | 128 | 1281 |
| well taps | 99 | 123.9 |
| inverters | 10 | 37.54 |
-- synth_stat cells (2+ instances only) --
master and n:
sky130_fd_sc_hd__nand2_1 23, sky130_fd_sc_hd__o211ai_1 3, sky130_fd_sc_hd__a21o_1 3, sky130_fd_sc_hd__nor3_1 2, sky130_fd_sc_hd__a41oi_2 2, sky130_fd_sc_hd__o21a_1 2
sky130_fd_sc_hd__inv_1 10, sky130_fd_sc_hd__nor2b_1 2, sky130_fd_sc_hd__ha_1 30, sky130_fd_sc_hd__xor2_1 16, sky130_fd_sc_hd__nand3_1 12, sky130_fd_sc_hd__a21boi_0 2
sky130_fd_sc_hd__fa_1 32, sky130_fd_sc_hd__o21ai_0 18, sky130_fd_sc_hd__a211o_1 2, sky130_fd_sc_hd__nand4_1 6, sky130_fd_sc_hd__nor2_1 19, sky130_fd_sc_hd__a21oi_2 2
sky130_fd_sc_hd__clkbuf_1 7, sky130_fd_sc_hd__o31ai_1 3, sky130_fd_sc_hd__xnor2_1 16, sky130_fd_sc_hd__a21oi_1 26, sky130_fd_sc_hd__a31oi_1 2, sky130_fd_sc_hd__a211oi_1 3
sky130_fd_sc_hd__a221oi_2 2, sky130_fd_sc_hd__and2_1 3
-- cells by family after synthesis --
family          count (synthesis)  synth area share, %
simple gates                   71                14.52
compound gates                 79                24.33
buf+inv                        18                3.083
fa+ha+maj                      62                45.52
xor+xnor                       32                12.56
-- worst max-delay path, cell delays in order --
cell	delay, ns
sky130_fd_sc_hd__clkdlybuf4s50_1	0.43
sky130_fd_sc_hd__fa_1	0.49
sky130_fd_sc_hd__ha_1	0.24
sky130_fd_sc_hd__fa_1	0.40
sky130_fd_sc_hd__a21oi_1	0.20
sky130_fd_sc_hd__o22ai_1	0.18
sky130_fd_sc_hd__a31o_1	0.27
sky130_fd_sc_hd__a41oi_2	0.31
sky130_fd_sc_hd__o22ai_2	0.15
sky130_fd_sc_hd__a221oi_2	0.30
sky130_fd_sc_hd__xnor2_1	0.14
sky130_fd_sc_hd__clkdlybuf4s50_1	0.48
-- power breakdown --
| part | internal (mW) | leakage [nW] | switching [mW] |
|---|---|---|---|
| clock | 0 | 0 | 0 |
| sequential | 0 | 0 | 0 |
| combinational | 0.168 | 1.41 | 0.122 |
| total | 0.168 | 1.41 | 0.122 |
-- metrics by stage --
| step | utilization, % | hold WS (ns) | instance area (um^2) | power (mW) | setup WS, ns |
|---|---|---|---|---|---|
| 6_report | 49.98 | 6.837 | 3606 | 0.2897 | 5.106 |
| 3_3_place_gp | 49.98 | 6.825 | 3606 | 0.2935 | 5.117 |
| 4_1_cts | 49.98 | 6.851 | 3606 | 0.2942 | 5.059 |
| 2_1_floorplan | - | 6.006 | 2232 | 0.1418 | 6.274 |
| 3_5_place_dp | 49.98 | 6.852 | 3606 | 0.2920 | 5.071 |
| 5_1_grt | 49.98 | 6.911 | 3606 | 0.3231 | 4.795 |
-- per-layer routing --
layer | wire, um | up-vias
li1 | - | 1189
met1 | 2801 | 1071
met2 | 2626 | 82
met3 | 523 | 0
met4 | 0 | 0
met5 | 0 | -
-- final timing paths --
| kind | from | cells after the start | end |
|---|---|---|---|
| max | a[1] | 12 | sum[31] |
| min | c[0] | 5 | sum[0] |
Power and IR drop assume default switching activity.
